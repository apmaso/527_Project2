## ./run.sh

```bash
#!/bin/bash
# OpenROAD 26Q1-2900-gdf79404cd8, Yosys 0.63+post, stock flow scripts
make -C /OpenROAD-flow-scripts/flow DESIGN_CONFIG=/design/flow/config.mk WORK_HOME=/design/flow/orfs finish
```

## ./config.mk

```make
export PLATFORM = sky130hd
export DESIGN_NAME = CLA_Adder_dat
export DESIGN_NICKNAME = CLA_Adder_dat
export VERILOG_FILES = /design/flow/design.v
export SDC_FILE = /design/flow/constraint.sdc
export NUM_CORES = 4
export LEC_CHECK = 1
export CORE_AREA = 10 10 73 73
export DIE_AREA = 0 0 83 83
```

## ./constraint.sdc

```tcl
current_design CLA_Adder_dat

set clk_period 6.7
set clk_io_pct 0.2

create_clock -name clk0 -period $clk_period

set non_clock_inputs [all_inputs -no_clocks]
set_input_delay [expr $clk_period * $clk_io_pct] -clock clk0 $non_clock_inputs
set_output_delay [expr $clk_period * $clk_io_pct] -clock clk0 [all_outputs]
```

## ./design.v

```verilog
module CLA_Adder_dat(
	input logic	[15:0]			A, B, 
	input logic				C_In,
	output logic	[15:0]			Sum,
	output logic				C_Out
);
logic 		[16:0]				Carry;
assign Carry[0] = C_In;
assign Carry[1] = (A[0]&B[0])|(Carry[0]&(A[0]|B[0]));
assign Carry[2] = (A[1]&B[1])|(Carry[1]&(A[1]|B[1]));
assign Carry[3] = (A[2]&B[2])|(Carry[2]&(A[2]|B[2]));
assign Carry[4] = (A[3]&B[3])|(Carry[3]&(A[3]|B[3]));
assign Carry[5] = (A[4]&B[4])|(Carry[4]&(A[4]|B[4]));
assign Carry[6] = (A[5]&B[5])|(Carry[5]&(A[5]|B[5]));
assign Carry[7] = (A[6]&B[6])|(Carry[6]&(A[6]|B[6]));
assign Carry[8] = (A[7]&B[7])|(Carry[7]&(A[7]|B[7]));
assign Carry[9] = (A[8]&B[8])|(Carry[8]&(A[8]|B[8]));
assign Carry[10] = (A[9]&B[9])|(Carry[9]&(A[9]|B[9]));
assign Carry[11] = (A[10]&B[10])|(Carry[10]&(A[10]|B[10]));
assign Carry[12] = (A[11]&B[11])|(Carry[11]&(A[11]|B[11]));
assign Carry[13] = (A[12]&B[12])|(Carry[12]&(A[12]|B[12]));
assign Carry[14] = (A[13]&B[13])|(Carry[13]&(A[13]|B[13]));
assign Carry[15] = (A[14]&B[14])|(Carry[14]&(A[14]|B[14]));
assign Carry[16] = (A[15]&B[15])|(Carry[15]&(A[15]|B[15]));
assign C_Out = Carry[16];
assign Sum[0] = (A[0]^B[0])^Carry[0];
assign Sum[1] = (A[1]^B[1])^Carry[1];
assign Sum[2] = (A[2]^B[2])^Carry[2];
assign Sum[3] = (A[3]^B[3])^Carry[3];
assign Sum[4] = (A[4]^B[4])^Carry[4];
assign Sum[5] = (A[5]^B[5])^Carry[5];
assign Sum[6] = (A[6]^B[6])^Carry[6];
assign Sum[7] = (A[7]^B[7])^Carry[7];
assign Sum[8] = (A[8]^B[8])^Carry[8];
assign Sum[9] = (A[9]^B[9])^Carry[9];
assign Sum[10] = (A[10]^B[10])^Carry[10];
assign Sum[11] = (A[11]^B[11])^Carry[11];
assign Sum[12] = (A[12]^B[12])^Carry[12];
assign Sum[13] = (A[13]^B[13])^Carry[13];
assign Sum[14] = (A[14]^B[14])^Carry[14];
assign Sum[15] = (A[15]^B[15])^Carry[15];
endmodule
```

==> flow_summary_export.csv <==
group,metric,value,unit
yosys,avgSynthCellArea,13.8,um2
yosys,synth.distinct_cells,2,
finish,flop-count,0,
die,boundaryPins,50,
routing,drcViolationCount,0,
power,netSwitchingFraction,0.302,
placed_design,dpl_cell_area,951,um2
routing,insertedDiodeCount,0,
yosys,ys_top_cells_by_area,"fa_1, inv_1",
sta,hold_slack,3.39,ns
power,p_per_area,80.1,nW/um2
worst_setup_path,required,5.36,ns
sta,slew_headroom,0.918,
worst_setup_path,critPathLaunchType,"primary input",
global_routing,grt_pass1_wl,2470,um
power,seqPwrFrac,0,
finish,layout-drive-gt1-share,0.395,
global_routing,grt_usage,0.0437,
placed_design,gp_congestion,0.928,
worst_setup_path,path_max_fanout,1,
power,leakagePower,0.356,nW
finish,area_growth_syn_to_layout,155,%
die,die_width,83,um
routing,antenna_left,0,
sta,max_freq,117,MHz
power,pwr-share-comb,1.000,
placed_design,io_buffers,50,
global_routing,gr-total-overflow,0,
hold_path,hold_path_class,"in -> out",
run_status,violations,"setup timing",
placed_design,dpl.hpwl,1590,um
sta,rsz0062_at_grt,"true",
power,clkPwrFrac,0,
finish,design_area,913,um2
global_routing,grt_pass1_vias,451,
yosys,synthCells,26,
sta,tns,-7.75,ns
yosys,yosysWarnings,0,
routing,routed_wl,1590,um
yosys,netlist_area,358,um2
sta,finalMaxSlewViolations,0,
sta,tightest_slew,0.123,ns
die,die_area,6890,um2
power,p_int,51.1,uW
sta,post-route-period-util,1.27,
worst_setup_path,setup.worst_path.end_class,"output pin",
die,die_h,83,um
sta,period_minus_slack,8.54,ns
die,rows,22,
power,power.total,73.2,uW
finish,regArea,0,um2
routing,first_pass_iters,2,
sta,setup_violations,7,
yosys,yosys_cells,26,
finish,nClkBuffers,0,
die,core,3740,um2
die,initCoreUtil,0.0956,
worst_setup_path,critPathArrivalTime,7.20,ns
job,drv_cap,0,
run_status,outcome,"finished with violations",
routing,routedWlPerCell,12.8,um
finish,logic_area,360,um2
routing,drtIter0Drc,1,
routing,vias,408,
power,ir_drop,0.0244,mV
routing,viasPerCell,3.29,
finish,nFillCells,413,
yosys,yosys_area,358,um2
worst_setup_path,path_class,"in -> out",
sta,final-hold-violation-count,0,
job,warnings,35,
yosys,largest_area_cell,"fa_1",
sta,setup_slack,-1.84,ns
global_routing,grt_max_degree,2,
yosys,synth.top_cell.area_share,0.895,
clocking,cts_setup_buffers,0,
yosys,postSynthSeqShare,0,
power,power_switching,22.1,uW
global_routing,antenna_found_initial,0,
-- power by group through the flow --
stage     combinational [mW]  clock [mW]  sequential (mW)
4_1_cts               0.0770           0                0
5_1_grt               0.0841           0                0
6_report              0.0732           0                0
-- per-layer routing --
layer,track usage,routed length [um],part of all wire
met1,0.0564,673,0.42
met2,0.0489,500,0.31
met3,0.0492,414,0.26
met4,0,0,0
met5,0,0,0
-- final timing paths --
path,startpoint,to,slack (ns),depth (start not counted)
setup / recovery,A[0],Sum[15],-1.84,22
hold / removal,C_In,Sum[0],3.39,3
-- metrics by stage --
step,util,setup WS [ns],std cells
floorplan,-,-1.52,26
global placement,0.254,-2.60,124
detailed placement,0.254,-2.63,124
CTS,0.242,-2.30,124
global route,0.244,-2.01,124
finish,0.244,-1.84,124
-- kinds of logic after synthesis --
family | share of synthesized area
buffers and inverters | 0.105
adder cells (fa/ha/maj) | 0.895
-- worst max-delay path: stages --
cell and delay, ns:
buf_6 0.09, fa_2 0.38, fa_2 0.37, fa_2 0.35
fa_2 0.34, fa_2 0.35, fa_2 0.34, fa_2 0.34
fa_2 0.34, fa_2 0.34, fa_2 0.34, fa_2 0.35
fa_2 0.35, fa_2 0.34, inv_2 0.06, fa_2 0.18
inv_2 0.04, fa_2 0.32, inv_2 0.06, fa_2 0.41
inv_1 0.05, buf_2 0.09
-- synth_stat cells (all sizes together) --
cell type  number
fa             16
inv            10
-- cells in the final DEF, fill, tap and decap left out --
master	synthesis	layout
clkdlybuf4s50_1	0	37
fa_2	0	16
buf_2	0	9
inv_1	10	7
inv_2	0	3
buf_6	0	2
dlygate4sd2_1	0	2
-- repair_timing --
action,4_1_cts,5_1_grt
pin swaps,16,16
resized,45,1
hold buffers,0,0
setup endpoints to repair,9,8
-- area by class of cell --
type / instances / share of cell area
inverter: 10 / 0.0411
tap: 48 / 0.0658
multi-input combinational: 16 / 0.395
timing repair buffer: 50 / 0.499
Power and IR drop assume default switching activity.
