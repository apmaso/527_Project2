**flow/config.mk**
```make
export PLATFORM = sky130hd
export DESIGN_NAME = four_bit_select_adder
export DESIGN_NICKNAME = four_bit_select_adder
export VERILOG_FILES = /design/flow/design.v
export SDC_FILE = /design/flow/constraint.sdc
export NUM_CORES = 4
export LEC_CHECK = 1
export CORE_AREA = 10 10 70 70
export DIE_AREA = 0 0 80 80
```
**flow/constraint.sdc**
```tcl
current_design four_bit_select_adder

set clk_period 2.0
set clk_io_pct 0.2

create_clock -name clk0 -period $clk_period [get_ports {clk}]

set non_clock_inputs [all_inputs -no_clocks]
set_input_delay [expr $clk_period * $clk_io_pct] -clock clk0 $non_clock_inputs
set_output_delay [expr $clk_period * $clk_io_pct] -clock clk0 [all_outputs]
```
**flow/design.v**
```verilog
module four_bit_select_adder (
    input logic clk, reset_n,
    input logic [3:0] A, B, 
    input logic Cin,
    output logic [3:0] output_sum,
    output logic output_Cout
);
    logic [3:0] A_reg, B_reg;
    always_ff @(posedge clk or negedge reset_n) begin
        if (!reset_n) begin
            A_reg <= 4'b0;
            B_reg <= 4'b0;
        end else begin
            A_reg <= A;
            B_reg <= B;
        end
    end
    logic [1:0] sum0, sum1, sum2;
    logic Cout0, Cout1, Cout2;
    logic [3:0] sum;
    logic Cout;
    two_bit_adder lower_adder (
        .a(A_reg[1:0]),
        .b(B_reg[1:0]),
        .Cin(Cin),
        .sum(sum0),
        .Cout(Cout0)
    );
    two_bit_adder upper_adder_0 (
        .a(A_reg[3:2]),
        .b(B_reg[3:2]),
        .Cin(1'b0),
        .sum(sum1),
        .Cout(Cout1)
    );
    two_bit_adder upper_adder_1 (
        .a(A_reg[3:2]),
        .b(B_reg[3:2]),
        .Cin(1'b1),
        .sum(sum2),
        .Cout(Cout2)
    );
    always_comb begin
        if (Cout0 == 1'b0) begin
            sum[3:2] = sum1;
            Cout = Cout1;
        end else begin
            sum[3:2] = sum2;
            Cout = Cout2;
        end
        sum[1:0] = sum0;
    end
    logic [3:0] sum_reg;
    logic Cout_reg;
    always_ff @(posedge clk or negedge reset_n) begin
        if (!reset_n) begin
            sum_reg <= 4'b0;
            Cout_reg <= 1'b0;
        end else begin
            sum_reg <= sum;
            Cout_reg <= Cout;
        end
    end
    assign output_sum = sum_reg;
    assign output_Cout = Cout_reg;
endmodule
module two_bit_adder (
    input logic 	[1:0] 		a, b,  
    input logic 			Cin, 
    output logic 	[1:0] 		sum, 
    output logic 			Cout);
    logic carry;
    full_adder fa0 (
        .a(a[0]),
        .b(b[0]),
        .Cin(Cin),
        .sum(sum[0]),
        .Cout(carry)
    );
    full_adder fa1 (
        .a(a[1]),
        .b(b[1]),
        .Cin(carry),
        .sum(sum[1]),
        .Cout(Cout)
    );
endmodule
module full_adder (
    input logic 		a, b, Cin,
    output logic 		sum, Cout);
    assign sum= a ^ b ^ Cin;
    assign Cout = (a & b) | (a & Cin) | (b & Cin);
endmodule
```
**flow/run.sh**
```bash
#!/bin/bash
# OpenROAD 26Q1-2900-gdf79404cd8, Yosys 0.63+post, stock flow scripts
make -C /OpenROAD-flow-scripts/flow DESIGN_CONFIG=/design/flow/config.mk WORK_HOME=/design/flow/orfs finish
```
==> flow_metrics.py <==
# Generated from Yosys and OpenROAD reports
metrics = {
    "timing": {
        "finalClockSkew_ps": 0.702,
        "max_freq_ghz": 0.541,
        "holdWs_ps": 488,
        "min_period_ps": 1850,
        "hold_viol": 0,
        "timing.final.ws_setup_ps": 152,
        "period_used_pct": 92.4,
        "worstMarginPinSlew_ps": 552,
        "setup_viol_count_final": 0,
        "drv_slew": 0,
        "relSlewSlack_pct": 63.1,
        "fin_tns_setup_ps": 0,
        "rsz0062_at_grt": "false",
    },
    "hold_path": {
        "hp-class": "in -> async",
    },
    "setup_path": {
        "critPathKind": "in -> reg",
        "required_ps": 2150,
        "path_max_fanout": 2,
        "cp-end-kind": "flip-flop",
        "cp-start-kind": "input port",
        "worst_ep_arrival_time_ps": 2000,
    },
    "cells_and_area": {
        "area_growth_pct": 51.2,
        "layout.area.comb_um2": 116,
        "layout-drive-gt1-share_pct": 7.84,
        "seq_area_um2": 325,
        "fin_cells": 97,
        "fill_cells": 377,
    },
    "synthesis": {
        "yosysUniqueCellTypes": 9,
        "yosys.stat.seqShare_pct": 69.0,
        "ff_type": "dfrtp_1",
        "ys_top_logic_family": "adder cells",
        "ys_sh_adder_pct": 16.4,
        "yosys_warnings": 1,
        "top_cells_by_count": "dfrtp_1 (13), inv_1 (8), ha_1 (3)",
        "synth_area_um2": 472,
        "most_common_cell": "dfrtp_1",
        "mux_share_pct": 2.12,
        "edf_count": 0,
        "ys_ff": 13,
        "ys_sh_aoi_pct": 1.59,
        "top_cells_by_area": "dfrtp_1 (69%), fa_1 (8.5%), ha_1 (8.0%)",
        "ys_area_um2": 472,
        "synthXorXnorAreaFrac_pct": 3.71,
        "ys_cells": 31,
        "async_flop_share_pct": 100,
        "synth.top_cell.area_share_pct": 69.0,
        "yosys.area_share.simple_pct": 0.796,
        "synthCells": 31,
        "syn_avg_cell_area_um2": 15.2,
        "yosysTopAreaCell": "dfrtp_1",
    },
    "global_routing": {
        "grt_pass1_vias": 279,
        "grt_start_max_net_pins": 14,
        "gr-total-overflow": 0,
        "grt_pass1_wl_mm": 1.32,
        "antenna_found_initial": 0,
        "grt.total_usage_pct": 2.80,
    },
    "cts": {
        "cts_tree": "yes",
        "cts.sinks": 13,
        "cts_hold_buf": 0,
        "numCtsBuffers": 3,
        "path_clk_slew_ps": 70,
        "postCtsResizedCells": 0,
        "clkLatencyLatePin_ps": 260,
        "cts_htree_levels": 1,
        "cts_setup_buffers": 0,
        "root_buffer": "clkbuf_4",
        "cts_buffer_depth": 2,
    },
    "route": {
        "n_antenna_cell": 0,
        "wl_um": 820,
        "drtPass1Iterations": 2,
        "ant_nets": 0,
        "routed-via-count": 268,
        "viasPerCell": 2.76,
        "wire_per_inst_um": 8.45,
        "drcViolationCount": 0,
        "dr.first_iter.drc_count": 11,
    },
    "run": {
        "cap_violations": 0,
        "warning_count": 26,
    },
    "die": {
        "initCoreUtil_pct": 13.8,
        "rows": 21,
        "dieArea_um2": 6400,
        "die_h_um": 80,
        "fp.dieW_um": 80,
        "io_pins": 16,
        "fp.coreArea_um2": 3420,
    },
    "place": {
        "dpl.cell_count": 93,
        "place_congestion": 0.643,
        "place_ws_ps": -119,
        "io_buffers": 15,
        "dp_hpwl_um": 696,
    },
    "power_and_ir_drop": {
        "p_total_uw": 533,
        "p_per_area_nw_per_um2": 747,
        "p_leak_uw": 0.000325,
        "peakVddDrop_uv": 289,
    },
    "status": {
        "outcome": "completed",
    },
}
[cell usage in the layout (no fill, tap or decap), drive strengths merged]
| cell type | synthesis | routed |
|---|---|---|
| buf | 0 | 1 |
| clkbuf | 0 | 4 |
| clkdlybuf4s50 | 0 | 15 |
| dfrtp | 13 | 13 |
| fa | 2 | 2 |
| ha | 3 | 3 |
| inv | 8 | 8 |
| mux2i | 1 | 1 |
| nor2 | 1 | 1 |
| o21bai | 1 | 1 |
| xnor2 | 1 | 1 |
| xor2 | 1 | 1 |
[where the power goes]
part	internal (uW)	switching [uW]	total (uW)
clock	77.1	76.7	154
combinational	60.0	23.9	83.9
sequential	287	7.62	295
[area by class of cell]
cell class	count	share of cell area [%]
clock buffer	4	3.68
timing repair buffer	16	22.1
inverter	8	4.21
tap	46	8.07
sequential	13	45.6
multi-input combinational	10	16.3
[cells by family (layout without fill, tap and decap cells)]
family / Yosys count / count (layout)
xor+xnor: 2 / 2
flops: 13 / 13
fa+ha+maj: 5 / 5
buf+inv: 8 / 28
mux: 1 / 1
compound gates: 1 / 1
simple gates: 1 / 1
[critical path, cell delays in order]
cell             delay (ps)
clkdlybuf4s50_1         460
inv_1                    50
fa_1                    400
inv_1                    70
fa_1                    210
mux2i_1                 290
o21bai_1                110
[metal layers]
metal	GRT usage (%)	up-vias	part of all wire, %
met5	0	-	0
met4	0.176	0	0
met3	2.39	0	16
met2	4.41	13	51
met1	2.91	125	34
li1	-	130	-
[path summary, 6_finish.rpt]
check,start,endpoint,slack (ps),cells after the start
worst min-delay path,reset_n,sum_reg[1],490,1
worst min register to register,B_reg[1],sum_reg[1],540,1
worst max-delay path,Cin,Cout_reg,150,7
worst max register to register,A_reg[0],Cout_reg,460,6
min in group clk0,B_reg[1],sum_reg[1],540,1
max in group asynchronous,reset_n,A_reg[2],1150,1
[per-stage QoR]
step / cell area (um^2) / util, %
after CTS: 713 / 20.9
after global placement: 687 / 20.1
after global routing: 713 / 20.9
after floorplan: 472 / -
final: 713 / 20.9
after detailed placement: 687 / 20.1
Power is estimated from default activity; no workload was simulated.
